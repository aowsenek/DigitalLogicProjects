==> flow/design.v <==
module BCD_Decoder(input [3:0] num, output reg [6:0] out);
always @ (num)
case (num)
	0: out = 7'b1000000;
	1: out = 7'b1111001;
	2: out = 7'b0100100;
	3: out = 7'b0110000;
	4: out = 7'b0011001;
	5: out = 7'b0010010;
	6: out = 7'b0000010;
	7: out = 7'b1111000;
	8: out = 7'b0000000;
	9: out = 7'b0011000;
	10: out = 7'b0001000;
	11: out = 7'b0000011;
	12: out = 7'b1000110;
	13: out = 7'b0100001;
	14: out = 7'b0000110;
	15: out = 7'b0001110;
endcase
endmodule
==> flow/run.sh <==
#!/bin/bash
# OpenROAD 26Q1-2900-gdf79404cd8, Yosys 0.63+post, stock flow scripts
make -C /OpenROAD-flow-scripts/flow DESIGN_CONFIG=/design/flow/config.mk WORK_HOME=/design/flow/orfs finish
==> flow/config.mk <==
export PLATFORM = sky130hd
export DESIGN_NAME = BCD_Decoder
export DESIGN_NICKNAME = BCD_Decoder
export VERILOG_FILES = /design/flow/design.v
export SDC_FILE = /design/flow/constraint.sdc
export NUM_CORES = 4
export LEC_CHECK = 1
export CORE_AREA = 10 10 70 70
export DIE_AREA = 0 0 80 80
==> flow/constraint.sdc <==
current_design BCD_Decoder

set clk_period 1.1
set clk_io_pct 0.2

create_clock -name clk0 -period $clk_period

set non_clock_inputs [all_inputs -no_clocks]
set_input_delay [expr $clk_period * $clk_io_pct] -clock clk0 $non_clock_inputs
set_output_delay [expr $clk_period * $clk_io_pct] -clock clk0 [all_outputs]
==> results.toml <==
# generated from flow reports
[outcome]
status = "finished with violations"
violations = "setup timing"

[sta]
final_max_slew_viol_count = 0
worst_slew_pin_slew_ns = 0.223
finalClockPeriodUsage_pct = 126
worst_slack_ns = -0.286
maxSlewHeadroom_pct = 85.0
holdWs_ns = 0.890
rsz0062_at_grt = "yes"
setup_viol = 7
hold_violations = 0
fmax_mhz = 722
post-route-min-period_ns = 1.39

[global_route]
grt_pass1_wl_mm = 1.75
antenna_found_initial = 0
grt.overflow.total = 0
grt_pass1_vias = 375
grt_max_degree = 9
gr-usage-all-layers_pct = 3.30

[setup_path]
critPathKind = "in2out"
start_kind = "input port"
cpMaxStageDelayCell = "mux2_2"
crit_arrival_ns = 1.17
setup.worst_path.start = "num[0]"
cp-end-kind = "output pin"
cpPeakStageDelay_ns = 0.25
required_ns = 0.88
path_max_fanout = 3
path_cells = "buf_12 -> buf_8 -> ha_4 -> mux2_2 -> a22o_1 -> buf_2"

[hold_path]
hold_path_depth = 4
hp-class = "in2out"
whs_endpoint = "out[2]"
hold_path_startpoint = "num[3]"

[drt]
avgRoutedWirePerCell_um = 10.8
drt-pass1-iter-count = 3
vias = 328
num_antenna_cells = 0
via_per_inst = 3.22
drtIter0Drc = 2
ant_nets = 0
finalWirelength_mm = 1.11
drc = 0

[final_layout]
lay_top_cells = "9 x buf_4, 5 x ha_4, 5 x buf_2, 4 x buf_6"
nFlopsAndLatches = 0
final_cell_count_no_fill = 102
fin_area_sq_um = 643
fillers = 387
post-route-util_pct = 18.8
layout_top_cell = "buf_4"
regArea_sq_um = 0
clkbuf_count = 0
area_growth_pct = 152
logic_area_sq_um = 349
layout-drive-gt1-share_pct = 80.4

[cts]
ctsHoldBuffers = 0

[synthesis]
avgSynthCellArea_sq_um = 7.51
ys_chip_area_sq_um = 255
synth-xor-area-share_pct = 0
ys_sh_mux_pct = 16.2
ys_cells = 34
yosysSeqAreaShare_pct = 0
synth_cells = 34
yosysUniqueCellTypes = 19
synth_warnings = 1
syn_area_sq_um = 255
fa_ha_area_share_pct = 29.4
yosys.area_share.aoi_pct = 23.0
synthTopLogicFamily = "adder cells"
ys_sh_simple_pct = 21.1

[pwr]
switchingPower_uw = 101
p_clk_share_pct = 0
p_int_uw = 133
switching_share_pct = 43.0
seqPwrFrac_pct = 0
p_comb_share_pct = 100.0
irDropWorstVdd_v = 0.000208
leakage_uw = 0.000274
powerDensity_mw_per_mm2 = 364

[die]
rows = 21
dieWidth_um = 80
die_area_sq_mm = 0.00640
floorplan.core_util_pct = 7.47
core_sq_mm = 0.00342
fp.dieH_um = 80
io_pins = 11

[placed_design]
place_ws_ns = -1.14
portBuffers = 11
hpwl_um = 709
place.gp.congestion = 0.776
place_area_sq_um = 465
dp.cells = 95

[flow_run]
drv_cap = 0
openroad.warnings = 40
[how the worst max path moves through the flow]
stage | to | cells past startpoint
CTS | out[6] | 7
global route | out[6] | 6
finish | out[6] | 6
[Yosys cell counts (all sizes together)]
| cell type | n | share of area (%) |
|---|---|---|
| nor2 | 4 | 6.9 |
| mux2 | 1 | 4.4 |
| a22o | 2 | 6.9 |
| nand2b | 2 | 4.9 |
| mux2i | 3 | 12 |
| a21oi | 1 | 2.0 |
| o21ai | 4 | 7.8 |
| nand3 | 1 | 2.0 |
| clkbuf | 1 | 1.5 |
| nor2b | 1 | 2.5 |
| or3b | 1 | 3.4 |
| o22ai | 1 | 2.5 |
| inv | 3 | 4.4 |
| nand2 | 1 | 1.5 |
| ha | 6 | 29 |
| buf | 1 | 4.4 |
| a32o | 1 | 3.9 |
[through the flow]
step / power (uW) / setup TNS, ns
2_1_floorplan: 67.2 / -0.00318
4_1_cts: 208 / -1.64
3_3_place_gp: 157 / -7.30
5_1_grt: 255 / -1.59
3_5_place_dp: 163 / -7.53
6_report: 234 / -1.33
[critical path, delay by kind of cell]
| kind | cells | cell delay, ns |
|---|---|---|
| muxes | 1 | 0.25 |
| AOI/OAI and AO/OA | 1 | 0.19 |
| buffers and inverters | 3 | 0.34 |
| adders and majority gates | 1 | 0.16 |
[power groups by stage]
stage | Sequential [uW] | Combinational (uW) | Clock, uW
CTS | 0 | 208 | 0
global route | 0 | 255 | 0
finish | 0 | 234 | 0
[metal layers]
layer	up-vias	wire (um)	share of wire (%)	global-route usage (%)
met5	-	0	0	0
met4	0	0	0	0
met3	0	78	7.1	1.14
met2	11	418	38	4.90
met1	151	609	55	4.75
li1	166	-	-	-
[repair_timing]
action                     4_1_cts  5_1_grt
gates resized                   64       15
pin swaps                        7        9
setup buffers                    5        1
cloned                           1        0
setup endpoints to repair        7        7
[cell type report]
type	count	share of cell area [%]
Timing Repair Buffer	24	33.1
Tap cell	46	8.95
Multi-Input combinational cell	29	54.3
Inverter	3	3.70
[cell families after synthesis]
| group | count (synthesis) |
|---|---|
| adder cells (fa/ha/maj) | 6 |
| AND/OR/NAND/NOR | 10 |
| multiplexers | 4 |
| buffers and inverters | 5 |
| AND-OR/OR-AND | 9 |
Power is estimated from default activity; no workload was simulated.
