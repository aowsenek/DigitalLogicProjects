`/design/flow/design.v`:
```
module Arithmetic(input [1:0] mode, input [7:0] i, output [7:0] o, output carry);
	wire [7:0] oa, os, om, od;
	wire ca, cs, cm;
	full_add a(i[7:4], i[3:0], oa, ca);
	full_subtract s(i[7:4], i[3:0], os, cs);
	mult_by_2 m(i[7:0], om, cm);
	div_by_2 d(i[7:0], od);
	Multiplexer no(mode, oa, os, om, od, o);
	Multiplexer nc(mode, ca, cs, cm, 0, carry);
endmodule
module mult_by_2(input [7:0] i, output [7:0] o, output carry);
	assign o[7:1] = i[6:0];
	assign carry = i[7];
endmodule
module div_by_2(input [7:0] i, output [7:0] o);
	assign o[6:0] = i[7:1];
	assign o[7] = 0;
endmodule
module full_subtract(x, y, s, cout);
	parameter n = 8;
	input [n-1:0]x;
	input [n-1:0]y;
	output reg [n-1:0]s;
	output cout;
	reg [n:0]c;
	integer i;
	always @ (x or y) begin
		for (i = 0; i < n; i = i + 1) begin
			c[i+1] = (~x[i]&y[i])|(c[i]&~(x[i]&~y[i]));
			s[i] = x[i] ^ y[i] ^ c[i];
		end
		c[0] = 0;
	end
	assign cout = c[n];
endmodule
module add(input x, input y, input cin, output reg s, output reg cout);
  always @ (x, y, cin)
  begin
    cout = (x&y)|(y&cin)|(x&cin);
    s = x ^ y ^ cin;
  end
endmodule
module full_add(x, y, s, cout);
  parameter n = 8;
  input [n-1:0]x;
  input [n-1:0]y;
  output [n-1:0]s;
  output cout;
  wire [n:0]c;
  generate
  genvar i;
    for(i = 0; i < n; i = i + 1)
    begin: gen_stages
      add stage(x[i], y[i], c[i], s[i], c[i+1]);
    end
  endgenerate
  assign c[0] = 0;
  assign cout = c[n];
endmodule
module Clock1hz(input clk10Mhz, output reg o);
	parameter p = 20000000;
	reg [24:0] count_reg = 0;
	always @(posedge clk10Mhz) begin
	  if (count_reg < p) begin
			count_reg <= count_reg + 1;
	  end else begin
			count_reg <= 0;
			o <= ~o;
	  end
	end
endmodule
module Clock10hz(input clk, output reg o);
	parameter p = 2000000;
	reg [22:0] count_reg = 0;
	always @(posedge clk) begin
	  if (count_reg < p) begin
			count_reg <= count_reg + 1;
	  end else begin
			count_reg <= 0;
			o <= ~o;
	  end
	end
endmodule
module Comparison(input [1:0] mode, input [3:0]x, input [3:0]y, output [3:0]o);
	wire yg, xg;
	wire [3:0] max;
	less_than lt1(x, y, yg);
	less_than lt2(y, x, xg);
	Multiplexer m1(xg, y, x, 0, 0, max);  
	Multiplexer m2(mode, ~(xg|yg), xg, yg, max, o);
endmodule
module less_than(input [3:0]x, input[3:0]y, output o);
	reg [4:0] g;
	integer i;
	always @ (x or y) begin
		for (i = 0; i < 4; i = i + 1) begin
			g[i+1] = ((~(x[i]^y[i]))&g[i])|((x[i]^y[i])&y[i]);
		end
		g[0] = 0;
	end
	assign o = g[4];
endmodule
module Debouncer(input clk, input PB, output reg PB_state);
reg PB_sync_0;
always @(posedge clk) PB_sync_0 <= PB;
reg PB_sync_1;
always @(posedge clk) PB_sync_1 <= PB_sync_0;
reg [15:0] PB_cnt;
always @(posedge clk)
if(PB_state == PB_sync_1)
    PB_cnt <= 0;
else
begin
    PB_cnt <= PB_cnt + 1'b1; 
    if(PB_cnt == 16'h3fff) PB_state <= ~PB_state; 
end
endmodule
module DimmerX2(input clk, output o);
	parameter n = 4;
	reg [n:0]arr;
	assign o = arr[0];
	initial begin
		arr = 3;
	end
	always @ (posedge clk) begin
		arr[n:1] = arr[n-1:0];
		arr[0] = arr[n];
	end
endmodule
module DimmerX4(input clk, output o);
	parameter n = 4;
	reg [n:0]arr;
	assign o = arr[0];
	initial begin
		arr = 1;
	end
	always @ (posedge clk) begin
		arr[n:1] = arr[n-1:0];
		arr[0] = arr[n];
	end
endmodule
module Logical(input [1:0] mode, input [7:0] i, output [7:0] o);
	Multiplexer m(mode, 
		i[3:0] & i[7:4], 
		i[3:0] | i[7:4],
		i[3:0] ^ i[7:4], 
		~i, o);
endmodule
module Magic(input clk, output reg [10:0]magic);
	reg left;
	initial begin
		magic = 3'b111;
	end
	always @ (magic[0] or magic[9]) begin
		if (magic[0]==1) begin
			left = 0;
		end
		else if (magic[9]==1) begin
			left = 1;
		end
	end
	always @ (posedge clk) begin
		if (left==1) begin
			magic = magic >> 1;
			magic[10] = magic[0];
		end else begin
			magic = magic << 1;
			magic[0] = magic[10];
		end
	end
endmodule
module Project1_top(input [1:0]buttons, input [9:0]switches, input clock, output reg [9:0]LEDs, output [6:0]SS0, output [6:0]SS1, output [6:0]SS2, output [6:0]SS3, output [6:0]SS4, output [6:0]SS5);
	wire [7:0] num1, num2, ao, lo, co;
	reg [1:0] mode;
	wire [1:0] operation;
	wire [9:0] magic;
	assign operation = switches[9:8];
	wire button0, button1;
	Debouncer b0(clock, ~buttons[0], button0);
	Debouncer b1(clock, ~buttons[1], button1);
	wire dimX2, dimX4;
	DimmerX2 dX2(clock, dimX2);
	DimmerX4 dX4(clock, dimX4);
	wire button_press;
	assign button_press = button0 | button1;
	wire clk10hz, clk1hz;
	Clock1hz c1(clock, clk1hz);
	Clock10hz c10(clock, clk10hz);
	Magic m(clk10hz, magic);
	Arithmetic a(operation, switches[7:0], ao, carry);
   Logical l(operation, switches[7:0], lo);
	Comparison c(operation, switches[7:4], switches[3:0], co);
	Multiplexer M(mode, ao, lo, co, 0, num1);
	always @ (posedge button_press) begin
		if (button1==1) begin
			mode = mode - 1;
		end else begin
			mode = mode + 1;
		end
	end
	always @ (magic[9:0]) begin
		integer i;
		for (i = 2; i <= 7; i = i + 1) begin
			LEDs[i] = (mode[1]&mode[0]) & (magic[i] | ((magic[i+1] | magic[i+2] | magic[i-1] | magic[i-2]) & dimX2)); 
		end
		LEDs[8] = (mode[1]&mode[0]) & (magic[8] | ((magic[9] | magic[7] | magic[6]) & dimX2)); 
		LEDs[1] = (mode[1]&mode[0]) & (magic[1] | ((magic[2] | magic[3] | magic[0]) & dimX2)); 
		LEDs[0] = (mode[1]&mode[0]) & (magic[0] | ((magic[1] | magic[2]) & dimX2)); 
	end
	always @ (magic[9] or carry) begin
		LEDs[9] = ((mode[1]&mode[0]) & (magic[9] | ((magic[8] | magic[7]) & dimX2))) | ((~(mode[0]|mode[1])) & carry);
	end
	assign SS0 = 7'b1111111;
	assign SS1 = 7'b1111111;
	assign SS2 = 7'b1111111;
	assign SS3 = 7'b1111111;
	wire [6:0] SS4w;
	reg [6:0] SS4r;
	assign SS4 = SS4r;
	SevenSegment O0(num1[7:4], SS4w);
	always @ (num1 or carry) begin
		if (((~mode[1])&(~mode[0])) & ((~operation[1])&operation[0]) & carry == 1'b1) begin
			SS4r = 7'b0111111;
		end else begin
			SS4r = SS4w;
		end
	end
	reg [3:0] last_digit;
	always @ (num1[3:0]) begin
		if (((~mode[1])&(~mode[0])) & ((~operation[1])&operation[0]) & carry == 1'b1) begin
			last_digit = (-num1[3:0]);
		end else begin
			last_digit = num1[3:0];
		end
	end
	SevenSegment O1(last_digit, SS5);
endmodule 
module SevenSegment(input [3:0] num, output reg [6:0] out);
always @ (num)
case (num)
	0: out = 7'b1000000;
	1: out = 7'b1111001;
	2: out = 7'b0100100;
	3: out = 7'b0110000;
	4: out = 7'b0011001;
	5: out = 7'b0010010;
	6: out = 7'b0000010;
	7: out = 7'b1111000;
	8: out = 7'b0000000;
	9: out = 7'b0011000;
	10: out = 7'b0001000;
	11: out = 7'b0000011;
	12: out = 7'b1000110;
	13: out = 7'b0100001;
	14: out = 7'b0000110;
	15: out = 7'b0001110;
endcase
endmodule
module Multiplexer(input [1:0] mode, input [7:0]i0, input [7:0]i1, input [7:0]i2, input [7:0]i3, output reg [7:0]o);
always @ (mode or i0 or i1 or i2 or i3)
case (mode)
	0: o = i0;
	1: o = i1;
	2: o = i2;
	3: o = i3;
endcase
endmodule
```
`/design/flow/run.sh`:
```
#!/bin/bash
# OpenROAD 26Q1-2900-gdf79404cd8, Yosys 0.63+post, stock flow scripts
make -C /OpenROAD-flow-scripts/flow DESIGN_CONFIG=/design/flow/config.mk WORK_HOME=/design/flow/orfs finish
```
`/design/flow/config.mk`:
```
export PLATFORM = sky130hd
export DESIGN_NAME = Project1_top
export DESIGN_NICKNAME = Project1_top
export VERILOG_FILES = /design/flow/design.v
export SDC_FILE = /design/flow/constraint.sdc
export NUM_CORES = 4
export LEC_CHECK = 1
export CORE_UTILIZATION = 30
```
`/design/flow/constraint.sdc`:
```
current_design Project1_top

set clk_period 5.6
set clk_io_pct 0.2

create_clock -name clk0 -period $clk_period [get_ports {clock}]

set non_clock_inputs [all_inputs -no_clocks]
set_input_delay [expr $clk_period * $clk_io_pct] -clock clk0 $non_clock_inputs
set_output_delay [expr $clk_period * $clk_io_pct] -clock clk0 [all_outputs]
```
==> results.txt <==
impl run done, here's what came out: status=complete, no violations, DP Area=0.00562 sq mm, total track usage=~12%, wire per inst=approximately 12 um, Slew HR=around 45%, largest net degree at the start of global routing=21, initial antenna violation count=0, Crit path required time=between 4 and 5 ns, worst vdd ir=around 0.12 mV, Flops after synth=80, register pins left without a clock=14, Pleak=2.62 nW, final worst path period share=between 90 and 100%, Final Setup Violations=0, P_sw=approximately 0.00029 W, vias in the first global route=~3,700, ys async rst share=0%, Layout area overhead=26.2%, slew at the pin closest to its max-slew limit=approximately 0.82 ns, IO buf count=36, Yosys Instances=between 500 and 600, worst min path class=register to register, Synth Cell Area=roughly 0.0049 sq mm, Cell Pwr Density=200 mW/mm^2, DRC Markers=0, flip-flops with a built-in enable=3, Routed WL=between 9000 and 10,000 um, crit path kind=input port to output pin, Worst Path Arrival=approximately 4.4 ns, 1st-iter DRT viols=approximately 290, Clock power frac=45.1%, vias=between 3,000 and 4,000, Pins Over Slew Limit=0, Crit-path slowest cell=clkdlybuf4s50_1, # IOs=approximately 65, max_cap viols=0, f_max=approximately 0.18 GHz, post-route cell area=about 0.0061 sq mm, CP bufs+invs=7, PnR worst setup slack=0.122 ns, P_int=~0.00094 W, H-tree depth=3, CTS Root Cell=clkbuf_16, distinct lib cells=between 50 and 60, TritonCTS clock tree=done, Final TNS setup=0 ns, startpoint types=input port, Initial Util=a little under a third, die height=between 100 and 150 um, Chip Area=about 0.017 sq mm, Placer Congestion=around 0.94, slowest stage delay, CP=just under 0.4 ns, Main synth FF type=dfxtp_1, dpl hpwl=around 7200 um, Clock transition at path regs=approximately 0.050 ns, total congestion overflow=0, worst slack at placement=-0.374 ns, Late-Pin Clk Latency=around 0.32 ns, CP max FO=6, clock tree buffer depth=2, Crit path max-delay family=buffers and inverters, switch share=between 20% and 30%, crit end category=output pin, die width=~130 um, sequential share of power=roughly 40%, clock skew=approximately 0.0042 ns, Hold Vio Cnt, Final=0, antenna-violating nets left=0, Log Warnings=about 48, drt pass-1 iters=7, first-pass GRT wire length=16,800 um, # diodes=0, post-layout util=38.7%, Synth warnings=40, synthesized area per cell=~8.6 sq um, DR vias/cell=4.55, CP cell instances=dlygate4sd2_1 -> inv_2 -> ha_4 -> nor2_1 -> a221oi_4 -> buf_4 -> mux2i_2 -> a221oi_4 -> buf_6 -> o21ai_2 -> o21ai_2 -> xnor2_1 -> buf_4 -> buf_6 -> or3_1 -> o221a_2 -> clkdlybuf4s50_1, share of cells above drive strength 1=between 10% and 20%, max FFs per register=23, Syn Inst Count=~570, fin crit period=roughly 5.5 ns, core area=about 0.016 sq mm, count of endpoints without a timing constraint=14, YS chip area=between 0.004 and 0.005 sq mm, Num CTS Buffers=9, Gate power share=between 10% and 20%, FP Rows=46, RSZ-0062 raised after global routing=yes
-- final timing paths --
| kind | startpoint | end | slack (ns) | depth (start not counted) |
|---|---|---|---|---|
| worst max register to register | b0.PB_cnt[4] | b0.PB_state | 3.70 | 6 |
| worst max-delay path | switches[7] | SS5[0] | 0.12 | 17 |
| worst min register to register | b0.PB_sync_0 | b0.PB_sync_1 | 0.33 | 0 |
| worst min-delay path | b0.PB_sync_0 | b0.PB_sync_1 | 0.33 | 0 |
-- Yosys cell counts, drive strengths merged (6+ instances only) --
| cell type | count | area, sq um |
|---|---|---|
| ha | 32 | 400 |
| mux2 | 9 | 101 |
| clkbuf | 18 | 68.8 |
| and3 | 20 | 125 |
| nand4 | 6 | 37.5 |
| nand2 | 39 | 146 |
| nand3 | 21 | 105 |
| nor2b | 7 | 43.8 |
| mux2i | 12 | 120 |
| dfxtp | 76 | 1520 |
| a21oi | 12 | 60.1 |
| o21a | 14 | 105 |
| nor2 | 72 | 270 |
| o21ai | 20 | 108 |
| inv | 32 | 120 |
| and2 | 6 | 37.5 |
| xnor2 | 19 | 166 |
| xor2 | 35 | 307 |
| buf | 35 | 250 |
-- cell usage in the layout (no fill, tap or decap), types with 4 or more instances in the layout --
cell / synthesis / layout
o211ai_1: 5 / 5
o21ai_0: 18 / 17
nor2b_1: 7 / 7
buf_4: 29 / 52
ha_4: 0 / 7
dlygate4sd2_1: 0 / 5
clkbuf_16: 0 / 11
nor2_1: 72 / 71
or3_1: 5 / 5
xnor2_1: 19 / 19
inv_2: 0 / 8
mux2i_1: 12 / 10
and3_1: 20 / 20
and2_1: 6 / 6
o31a_1: 5 / 5
dfxtp_1: 76 / 76
conb_1: 2 / 30
ha_1: 32 / 25
o21a_1: 14 / 14
nand3_1: 21 / 21
and4_1: 5 / 5
nand4_1: 6 / 6
a21oi_1: 12 / 11
inv_1: 32 / 24
o31ai_1: 5 / 5
mux2_2: 9 / 9
clkdlybuf4s50_1: 0 / 26
xor2_1: 35 / 35
o41a_1: 4 / 4
nand2_1: 39 / 39
-- power by group through the flow --
stage	sequential [W]	combinational, W	clock, W
5_1_grt	0.000496	0.000198	0.000586
4_1_cts	0.000495	0.000162	0.000564
6_report	0.000495	0.000178	0.000552
-- layer usage --
| metal | wire length (um) | GRT usage (%) | vias to the layer above |
|---|---|---|---|
| li1 | - | - | 2054 |
| met3 | 356 | 1.98 | 8 |
| met1 | 5080 | 18.9 | 1799 |
| met4 | 89 | 1.45 | 0 |
| met5 | 0 | 0 | - |
| met2 | 4440 | 19.1 | 75 |
-- final cells by class --
class	count	area (sq um)
clock buffer	12	279
clock inverter	4	30.0
fill	1546	9740
inverter	32	120
multi-input combinational	431	3040
sequential	80	1630
tap	216	270
timing repair buffer	91	776
-- kinds of logic (layout without fill, tap and decap cells) --
group	Yosys count	in the layout	synth area share, %
other	2	30	0.154
and+or+nand+nor	192	192	18.6
latches	1	1	0.308
buffers and inverters	85	139	9.02
muxes	22	22	5.01
adders and majority gates	32	32	8.22
xor gates and xnor gates	54	54	9.71
DFF	79	79	33.1
AOI/OAI and AO/OA	101	101	15.8
-- stage by stage --
stage	hold WS (ns)	cells	total power (W)
floorplan	0.310	596	0.000605
global placement	0.311	840	0.000660
detailed placement	0.312	840	0.000663
CTS	0.325	856	0.00122
global route	0.333	866	0.00128
finish	0.325	866	0.00123
-- repair_timing --
item / CTS / global route
pin swaps: 7 / 14
resized: 21 / 25
cloned: 0 / 0
hold buffers: 0 / 0
endpoints found under the setup margin: 8 / 10
setup buffers: 0 / 10
Power figures rest on the tool's default switching activity, not on a simulated workload.
