[flow/design.v]
module BCD_Counter(input clk, input clr, output reg [3:0]num, output reg reset);
	always @ (posedge clk) begin
		if (clr == 1) begin
			num = 0;
			reset = 1;
		end else if (num == 9) begin
			num = 0;
			reset = 1;
		end else begin
			num = num + 1;
			reset = 0;
		end
	end
endmodule
[flow/run.sh]
#!/bin/bash
# OpenROAD 26Q1-2900-gdf79404cd8, Yosys 0.63+post, stock flow scripts
make -C /OpenROAD-flow-scripts/flow DESIGN_CONFIG=/design/flow/config.mk WORK_HOME=/design/flow/orfs finish
[flow/config.mk]
export PLATFORM = sky130hd
export DESIGN_NAME = BCD_Counter
export DESIGN_NICKNAME = BCD_Counter
export VERILOG_FILES = /design/flow/design.v
export SDC_FILE = /design/flow/constraint.sdc
export NUM_CORES = 4
export LEC_CHECK = 1
export CORE_AREA = 10 10 70 70
export DIE_AREA = 0 0 80 80
[flow/constraint.sdc]
current_design BCD_Counter

set clk_period 1.1
set clk_io_pct 0.2

create_clock -name clk0 -period $clk_period [get_ports {clk}]

set non_clock_inputs [all_inputs -no_clocks]
set_input_delay [expr $clk_period * $clk_io_pct] -clock clk0 $non_clock_inputs
set_output_delay [expr $clk_period * $clk_io_pct] -clock clk0 [all_outputs]
==> CHANGELOG.md <==
### Physical design

- Crit path launch type: flip-flop
- TritonCTS buffer count: 3
- Final slew viol count: 0
- Worst slew pin tran: 0.233 ns
- Highest routed layer: met4
- Wire length on met1: 256 um
- Peak VDD IR: 0.723 mV
- Routed Antenna Nets: 0
- Maximum fanout along the worst path: 4
- Worst hold start: num[0]
- Endpoints failing setup: 2
- Status: complete, but fails checks
- Unique masters post-synth: 13
- Largest net degree at the start of global routing: 6
- Synth-to-layout area growth: 108%
- # clock sinks: 5
- CP required: 1.26 ns
- Yosys warning total: 1
- Gate Count Post-Synth: 20
- CTS Root Cell: clkbuf_4
- CP startpoint: num[0]
- Drt drc: 0
- Clk ins delay skew pair: 0.24 ns
- Total number of vias: 206
- R2r worst-path depth: 4
- Post-synth top area cell: dfxtp_1
- DIE WIDTH: 80 um
- Final WS setup: -0.0406 ns
- Fmax: 877 MHz
- # port buffers: 6
- Period minus WS final: 1.14 ns
- Final Cycle Share: 1.04
- Slew Limit Headroom: 0.844
- Final GP Congestion: 0.669
- Cell Area, Placed: 357 um^2
- Number of enable flip-flop cells: 0
- Antenna violations before repair: 0
- Synth top cell by count: dfxtp_1
- Worst Clk Skew: 0.00135 ns
- CTS tree: done
- MaxCap Viol Count: 0
- Die footprint: 6400 um^2
- List of most frequent post-synthesis cells: 5 x dfxtp_1, 2 x ha_1, 2 x nand2_1, 2 x nor2_1
- FP Util: 0.0586
- Gr ovfl total: 0
- CP arrival: 1.30 ns
- CP endpoint kind: flip-flop
- Dpl cells: 77
- Met3 Wirelength: 101 um
- Fin. Hold Viols: 0
- Global-route wire length before repair: 1.00 mm
- Tool Warnings: 28
- Violated checks: negative setup slack
- GRT Total Usage: 0.0202
- Clk buf depth: 2
- Diode count: 0
- Worst hold path stage count: 2
- DR WL met2: 197 um
- Core box area: 3420 um^2
- Number of cells in Yosys stat: 20
- Vias in the first global route: 238
- Routed length per instance: 6.88 um
- Non-Filler Instances: 82
- Hold Path Class: reg -> reg
- P_leak: 0.160 nW
- Synth Flop Type: dfxtp_1
- Flop2flop setup slack: -0.04 ns
- Die Span Y: 80 um
- Pwr Density: 1170 nW/um^2
- Post-DR vias/cell: 2.51
- R2R Path Start: num[0]
- Detailed-router iteration count before antenna repair: 2
- Async set-reset flop share out of synthesis: 0
- Yosys reg bits: 5
- Seq share, synth: 0.500
- Hold_buf cts: 0
- Critical path type: reg -> reg
- Finished Cell Area: 417 um^2
- WL final: 564 um
- Clock Pin Slew Worst Setup and Hold Paths: 0.04 ns
- DRT iter0 DRCs: 3
- Design Power: 0.487 mW
- Top cells by area: dfxtp_1 50%, ha_1 13%, nand4b_1 4.4%, or3b_1 4.4%, nand2_1 3.8%
- Number of placement rows: 21
- Max-area cell share: 0.500
- Synthesized cell area: 200 um^2
- Syn_area_per_cell: 10.0 um^2
- RSZ-0062 raised after global routing: true
- Share of cells above drive strength 1: 0.417
- Yosys chip area: 200 um^2
- Num ports: 7
- Fin util: 0.122
- H-tree Lvls: 1
## cell type report
type | count | area (um^2)
Sequential cell | 5 | 105
Tap cell | 46 | 57.6
Multi-Input combinational cell | 14 | 121
Timing Repair Buffer | 12 | 103
Inverter | 1 | 3.75
Fill cell | 406 | 3000
Clock buffer | 4 | 26.3
## what timing repair did
action	4_1_cts	5_1_grt
setup buffers	1	0
pin swaps	2	0
setup endpoints to repair	7	4
gates resized	13	0
## stage by stage
stage / setup TNS, ns / worst slack, ns / hold slack (ns)
finish: -0.0763 / -0.0406 / 0.514
floorplan: 0 / 0.0164 / 0.289
global route: -0.221 / -0.103 / 0.541
global placement: -0.00326 / -0.00326 / 0.457
detailed placement: -0.0660 / -0.0563 / 0.471
CTS: -0.0751 / -0.0466 / 0.519
## sequential cells by signal (all words and copies together) (netlist names)
register / count
num: 4
reset: 1
## metal layers
metal | track usage | vias to the layer above
met5 | 0 | -
met4 | 0.00528 | 0
met3 | 0.0205 | 2
met2 | 0.0257 | 10
met1 | 0.0227 | 92
li1 | - | 102
## cell usage in the layout (no fill, tap or decap)
master           Yosys  layout
clkdlybuf4s50_1      0       1
ha_4                 0       2
buf_6                0       1
nor2_1               2       2
clkbuf_1             0       1
buf_4                0       5
nand2_1              2       2
dlygate4sd2_1        0       5
inv_1                1       1
dfxtp_1              5       1
a31oi_1              1       1
or3b_1               1       1
or2b_1               1       1
nand3_1              1       1
nand3b_1             1       1
a21oi_1              1       1
dfxtp_2              0       4
nand4b_1             1       1
o21bai_1             1       1
clkbuf_4             0       3
## critical path: stages, from the launching register on
cell and delay, ns:
dfxtp_2 0.32, buf_6 0.12, ha_4 0.15, or3b_1 0.34, a31oi_1 0.14
## power breakdown
| part | switching (mW) | internal, mW | total (mW) |
|---|---|---|---|
| combinational | 0.0305 | 0.0462 | 0.0766 |
| sequential | 0.00689 | 0.196 | 0.203 |
| clock | 0.0711 | 0.137 | 0.208 |
| total | 0.108 | 0.379 | 0.487 |
## kinds of logic (layout without fill, tap and decap cells)
group	Yosys count	in the layout	share of synthesized area
simple gates	9	9	0.263
fa+ha+maj	2	2	0.125
compound gates	3	3	0.0938
buf+inv	1	17	0.0187
flops	5	5	0.500
## worst paths after layout
check | to
worst max-delay path | num[3]
worst min-delay path | num[0]
worst min register to register | num[0]
worst max register to register | num[3]
Power and IR drop assume default switching activity.
